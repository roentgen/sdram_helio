File: run.sh
#!/bin/bash
# OpenROAD 26Q1-2900-gdf79404cd8, Yosys 0.63+post, stock flow scripts
make -C /OpenROAD-flow-scripts/flow DESIGN_CONFIG=/design/flow/config.mk WORK_HOME=/design/flow/orfs finish
File: config.mk
export PLATFORM = sky130hd
export DESIGN_NAME = mem_sdram_interface
export DESIGN_NICKNAME = mem_sdram_interface
export VERILOG_FILES = /design/flow/design.v
export SDC_FILE = /design/flow/constraint.sdc
export NUM_CORES = 4
export LEC_CHECK = 1
export CORE_AREA = 10 10 95 95
export DIE_AREA = 0 0 105 105
File: constraint.sdc
current_design mem_sdram_interface

set clk_period 1.0
set clk_io_pct 0.2

create_clock -name clk0 -period $clk_period [get_ports {clk}]
create_clock -name clk1 -period $clk_period [get_ports {mem_rst}]

set non_clock_inputs [all_inputs -no_clocks]
set_input_delay [expr $clk_period * $clk_io_pct] -clock clk0 $non_clock_inputs
set_output_delay [expr $clk_period * $clk_io_pct] -clock clk0 [all_outputs]
File: design.v
`timescale 1ns / 1ps
module mem_sdram_interface (
			    clk,
			    reset_n,
			    writedata,
			    read,
			    write,
			    byteenable,
			    chipselect,
			    address,
			    mem_rst,
			    readdata,
			    mem_splat,
			    cc);
   output  [ 31: 0] readdata;
   output 	    mem_splat;
   input 	    mem_rst;
   input [ 31: 0]   writedata;
   input [31:0]     cc;
   input [3:0] 	    byteenable;
   input 	    clk, reset_n, read, write, chipselect, address;
   wire [ 31: 0]    readdata;
   reg 		    state_splat = 0;
   reg [31:0] 	    regcc = 0;
   reg  	    wd;
   assign mem_splat = state_splat;
   wire 	    wr_strobe;
   assign wr_strobe = chipselect && write;
   wire rst = ~reset_n || mem_rst;
   always @(posedge mem_rst) begin
      regcc <= cc;
   end
   always @(posedge clk or posedge rst) begin
      if (rst == 1) begin
	 state_splat = 0;
	 wd = 0;
      end
      else if (clk) begin
	 if (wr_strobe) begin
	    state_splat <= writedata ? 1 : 0;
	    wd <= writedata[0];
	 end
      end
   end
   assign readdata[31] = reset_n;
   assign readdata[30] = mem_rst;
   assign readdata[29] = state_splat;
   assign readdata[28:1] = regcc[31:4];
   assign readdata[0] = wd;
endmodule
==> job_summary.md <==
## Implementation flow summary

| Metric | Value |
|---|---|
| Mapped Avg Cell Area | 15.6 µm² |
| Detail Route Antenna Nets | 0 |
| GRT Residual Overflow | 0 |
| Via count of the first global-routing pass | 1,005 |
| Tally of buffers added on design ports | 96 |
| Post-synth cell types | 11 |
| Clock input transition at the sequential cells of the worst setup and hold paths | 0.09 ns |
| Register-to-register setup slack | 0.26 ns |
| Diode insertion count for antenna repair | 0 |
| Reg2Reg Depth | 2 |
| Largest fanout of any net on the critical path | 1 |
| Number of setup buffers added after CTS | 0 |
| Number of standard cells after synthesis | 49 |
| Buf/Inv on CP | 1 |
| Cell area after technology mapping | 764 µm² |
| Synth-to-Final Area Change | 145% |
| Routed length per instance | 13.9 µm |
| Post-DP Area | 1830 µm² |
| Number of core rows | 30 |
| Cell class contributing the biggest share of worst-path delay | simple AND/OR/NAND/NOR gates |
| Critical path cell sequence | clkdlybuf4s15_1 > nor4_2 > nand4_1 > o31a_1 |
| Total design power | 0.00332 W |
| Worst reg2reg endpoint | state_splat$_DFFE_PP0P_ |
| Number of vias per cell | 3.25 |
| Master of the slowest instance on the critical path | o31a_1 |
| Chip Height | 105 µm |
| Worst EP arrival | 1.10 ns |
| Run status | complete, but fails checks |
| Fraction of synthesis flops using an asynchronous set or reset pin | 6.67% |
| VDD IR max | 0.389 mV |
| Most common cell in the netlist | dfxtp_1 |
| Cell taking the most area after synthesis | dfxtp_1 |
| Number of warnings in the stage logs | 39 |
| Type of the tightest min-delay check | in -> reg |
| Setup crit end | state_splat$_DFFE_PP0P_ |
| Post-synthesis sequential element count | 30 |
| Crit path launch | writedata[30] |
| Die Wd | 105 µm |
| Largest net degree at the start of global routing | 16 |
| Weighted congestion reported at the end of routability-driven placement | 0.694 |
| RR Startpoint | state_splat$_DFFE_PP0P_ |
| Most common flop cell mapped by yosys | dfxtp_1 |
| Half-perimeter wire length of the detailed placement result | 2830 µm |
| Worst Setup Slack, final | -0.0104 ns |
| Final number of setup-violating endpoints | 2 |
| Cell types with the largest area share after synthesis | dfxtp_1, dfrtp_1, nor4_2 |
| CP Depth | 4 |
| Cell area after layout | 1870 µm² |
| Floorplan Core Area | 6910 µm² |
| Overall track demand over capacity in global routing | 6.08% |
| Initial drt markers | 22 |
| Worst setup SP type | primary input |
| Share of final-layout standard cells stronger than drive strength 1 | 37.6% |
| Worst clock skew | 0 ns |
| Number of flops mapped to enable cells by yosys | 0 |
| Req. time, crit path | 1.09 ns |
| Start-to-end type of the worst setup path | in -> reg |
| RSZ-0062 raised after global routing | yes |
| Chip Area, Yosys | 764 µm² |
| Register share after synthesis | 79.9% |
| Power density cells | 1770 nW/µm² |
| Area used by multi-input combinational logic | 143 µm² |
| Yosys Instances | 49 |
| Synthesis Warnings | 1 |
| Wire length after detailed routing | 3510 µm |
| Lkg Pwr | 0.799 nW |
| TritonCTS clock tree | done |
| Hold Slack | 0.257 ns |
| Fraction of post-synthesis cell area in the top cell type by area | 73.3% |
| DR vias | 822 |
| Pre-antenna DRT Iters | 2 |
| Count of final max-slew check failures | 0 |
| Antenna violations before repair | 0 |
| Endpoint kind of the worst setup timing path | register |
| Filler cell count in the final layout | 750 |
| Transition time at the pin with the least slew margin | 0.254 ns |
| Worst slew slack as a fraction of its limit | 82.9% |
| First-pass GRT wire length | 5240 µm |
| Final count of hold timing violations | 0 |
| Share of the core filled by cells before placement | 11.1% |
| Sequential cell area | 614 µm² |
| Failing checks | setup timing |
| Max-capacitance violation count | 0 |
| Delay contributed by the slowest stage of the critical path | 0.30 ns |
| Hold-fix buffers, CTS | 0 |
| DRC errors left | 0 |
| List of most frequent post-synthesis cells | dfxtp_1, buf_4, nor4_1, nor4_2 |
| I/O pin cnt | 108 |
| Share of the core filled with cells | 27.1% |
| Chip footprint | 11,000 µm² |
-- through the flow --
| step | setup TNS [ns] | setup slack (ns) | cells |
|---|---|---|---|
| final | -0.0120 | -0.0104 | 253 |
| after global routing | -0.731 | -0.0550 | 253 |
| after CTS | -0.160 | -0.0613 | 254 |
| after detailed placement | -1.19 | -0.490 | 239 |
| after global placement | -1.19 | -0.478 | 239 |
| after floorplan | 0 | 0.0626 | 49 |
-- state kept, by name, summed over array words and instances (netlist names) --
| register | cells |
|---|---|
| regcc | 28 |
| state_splat | 1 |
| wd | 1 |
-- where the power goes --
| group | internal [W] | switching [W] | total, W | leakage, nW |
|---|---|---|---|---|
| clock | 0.00118 | 0.000566 | 0.00174 | 0.108 |
| combinational | 0.000235 | 0.0000657 | 0.000300 | 0.433 |
| sequential | 0.00126 | 0.0000141 | 0.00127 | 0.259 |
-- routing by layer --
layer | global-route usage, % | routed length, µm
met4 | 3.33 | 140
met2 | 9.21 | 1620
met3 | 4.22 | 447
met1 | 6.12 | 1300
met5 | 0 | 0
-- kinds of logic after synthesis --
group / Yosys count / share of synthesized area (%)
flip-flops: 30 / 79.9
AND/OR/NAND/NOR: 13 / 13.6
buffers and inverters: 4 / 3.93
AND-OR/OR-AND: 1 / 1.15
multiplexers: 1 / 1.47
-- placed cells by master, fill, tap and decap left out, drive strengths merged --
master and n:
nand2b 1, clkbuf 17, dfrtp 2, mux2 1
dlygate4sd2 18, nand2 1, nand4 2, buf 31
clkdlybuf4s15 16, nor4 8, nor2b 1, clkdlybuf4s50 30
dfxtp 28, o31a 1
-- what timing repair did --
item	4_1_cts	5_1_grt
pin swaps	11	7
resized	148	9
setup endpoints to repair	36	32
-- area by class of cell --
class | count | area share [%]
clock buffers | 15 | 11.0
multi-input cells | 15 | 7.62
flip-flops and latches | 30 | 32.8
well taps | 96 | 6.42
repair buffers | 97 | 42.2
-- worst min-delay path by stage --
stage      start           endpoint  slack [ns]  cells after the start
6_report  cc[28]  regcc[28]$_DFF_P_        0.26                      1
5_1_grt   cc[28]  regcc[28]$_DFF_P_        0.23                      1
4_1_cts   cc[28]  regcc[28]$_DFF_P_        0.24                      1
Power is estimated from default activity; no workload was simulated.
